--- /design/flow/run.sh ---
#!/bin/bash
# OpenROAD 26Q1-2900-gdf79404cd8, Yosys 0.63+post, stock flow scripts
make -C /OpenROAD-flow-scripts/flow DESIGN_CONFIG=/design/flow/config.mk WORK_HOME=/design/flow/orfs finish
--- /design/flow/constraint.sdc ---
current_design FIFO

set clk_period 3.0
set clk_io_pct 0.2

create_clock -name clk0 -period $clk_period [get_ports {rd_clk}]
create_clock -name clk1 -period $clk_period [get_ports {wr_clk}]

set non_clock_inputs [all_inputs -no_clocks]
set_input_delay [expr $clk_period * $clk_io_pct] -clock clk0 $non_clock_inputs
set_output_delay [expr $clk_period * $clk_io_pct] -clock clk0 [all_outputs]
--- /design/flow/config.mk ---
export PLATFORM = sky130hd
export DESIGN_NAME = FIFO
export DESIGN_NICKNAME = FIFO
export VERILOG_FILES = /design/flow/design.v
export SDC_FILE = /design/flow/constraint.sdc
export NUM_CORES = 4
export LEC_CHECK = 1
export CORE_UTILIZATION = 30
--- /design/flow/design.v ---
`timescale 1ns / 1ps
module FIFO #(  parameter FIFO_WIDTH = 8,
                parameter FIFO_DEPTH = 16,
                parameter FIFO_addr = 5)
    (
    input wr_clk,rd_clk,
    input wr_reset,rd_reset,
    input wr_en,rd_en,
    input [FIFO_WIDTH-1 : 0] data_in,
    output wire full,empty,
    output wire [FIFO_WIDTH-1:0] data_out
    );
    wire [FIFO_addr-1:0] wr_ptr_gr,wr_ptr,rd_ptr_gr,rd_ptr,wr_ptr_gr_syn,rd_ptr_gr_syn;
    FIFO_wptr F0 (  .rd_ptr_gr_syn(rd_ptr_gr_syn), .wr_clk(wr_clk),
                    .wr_en(wr_en), .wr_reset(wr_reset), 
                    .wr_ptr_gr(wr_ptr_gr), .wr_ptr(wr_ptr), 
                    .wr_full(full));
    synchronizer F1 (.data_in(wr_ptr_gr), .clk(rd_clk), .reset(rd_reset),
                        .data_out(wr_ptr_gr_syn));
    FIFO_rptr F2 (  .wr_ptr_gr_syn(wr_ptr_gr_syn), .rd_clk(rd_clk),
                    .rd_en(rd_en), .rd_reset(rd_reset),
                    .rd_ptr_gr(rd_ptr_gr), .rd_ptr(rd_ptr),
                    .rd_empty(empty));
    synchronizer F3 (.data_in(rd_ptr_gr), .clk(wr_clk), .reset(wr_reset),
                        .data_out(rd_ptr_gr_syn));
    FIFO_mem F4 (   .wr_clk(wr_clk), .rd_clk(rd_clk), 
                    .wr_reset(wr_reset), .rd_reset(rd_reset),
                    .wr_en(wr_en), .rd_en(rd_en), .wr_full(full), 
                    .wr_ptr(wr_ptr), .rd_ptr(rd_ptr),
                    .wr_data(data_in), .rd_data(data_out));                                                                                 
endmodule
`timescale 1ns / 1ps
module FIFO_mem #(parameter FIFO_Width = 8, parameter FIFO_Depth = 16,
            parameter FIFO_addr = 5)(
    input wr_clk,
    input wr_en,
    input wr_full,
    input wr_reset,
    input [FIFO_Width-1:0] wr_data,
    input [FIFO_addr-1:0] wr_ptr,
    input rd_clk,
    input rd_en,
    input rd_reset,
    input [FIFO_addr-1:0] rd_ptr,
    output reg [FIFO_Width-1:0] rd_data
    );
    wire wr_en_s;
    reg [FIFO_Width-1:0] mem [0:FIFO_Depth-1];
    integer i;
    assign wr_en_s = wr_en & ~wr_full;
    always@(posedge wr_clk or posedge wr_reset)
    begin
        if(wr_reset)
        begin
            for(i=0;i<FIFO_Depth;i=i+1)
            begin
                mem[i] <= 0;
            end
        end
        else
        begin
            if(wr_en_s)
            begin
                mem[wr_ptr] <= wr_data;
            end
        end
    end
    always@(posedge rd_clk or posedge rd_reset)
    begin
        if(rd_reset)
        begin
            rd_data <= 0;
        end
        else
        begin
            if(rd_en)
            begin
                rd_data <= mem[rd_ptr];
            end
        end
    end
endmodule
`timescale 1ns / 1ps
module FIFO_rptr #(parameter FIFO_addr = 5)(
    input [FIFO_addr-1:0] wr_ptr_gr_syn,
    input rd_clk,
    input rd_en,
    input rd_reset,
    output wire [FIFO_addr-1:0] rd_ptr_gr,
    output reg [FIFO_addr-1:0] rd_ptr,
    output reg rd_empty
    );
    wire empty;
    wire [FIFO_addr-1:0] wr_ptr;
    always@(posedge rd_clk or posedge rd_reset)
    begin
        if(rd_reset)
        begin
            rd_ptr <= 0;
        end
        else
        begin
            if(rd_en && !empty)
            begin
                rd_ptr <= rd_ptr + 1;                
            end
        end
    end
    always@(posedge rd_clk or posedge rd_reset)
    begin
        if(rd_reset)
        begin
            rd_empty <= 0;
        end
        else
        begin
            rd_empty <= empty; 
        end
    end
    assign rd_ptr_gr = rd_ptr ^ (rd_ptr >> 1); 
    assign wr_ptr[FIFO_addr-1] = wr_ptr_gr_syn[FIFO_addr-1];
    genvar i;
    generate 
        for(i=0;i<FIFO_addr-1;i=i+1)
        begin
            assign wr_ptr[i] = wr_ptr[i+1] ^ wr_ptr_gr_syn[i];
        end
    endgenerate
    assign empty = (wr_ptr == rd_ptr);    
endmodule
`timescale 1ns / 1ps
module FIFO_wptr #(parameter FIFO_addr = 5)(
    input [FIFO_addr-1:0] rd_ptr_gr_syn,
    input wr_clk,
    input wr_en,
    input wr_reset,
    output wire [FIFO_addr-1:0] wr_ptr_gr,
    output reg [FIFO_addr-1:0] wr_ptr,
    output reg wr_full
    );
    wire full;
    wire [FIFO_addr-1:0] rd_ptr;
    always@(posedge wr_clk or posedge wr_reset)
    begin
        if(wr_reset)
        begin
            wr_ptr <= 0;
        end
        else
        begin
            if(wr_en && !full)
            begin
                wr_ptr <= wr_ptr + 1;                
            end
        end
    end
    always@(posedge wr_clk or posedge wr_reset)
    begin
        if(wr_reset)
        begin
            wr_full <= 0;
        end
        else
        begin
            wr_full <= full; 
        end
    end
    assign wr_ptr_gr = wr_ptr ^ (wr_ptr >> 1); 
    assign rd_ptr[FIFO_addr-1] = rd_ptr_gr_syn[FIFO_addr-1];
    genvar i;
    generate 
        for(i=0;i<FIFO_addr-1;i=i+1)
        begin
            assign rd_ptr[i] = rd_ptr[i+1] ^ rd_ptr_gr_syn[i];
        end
    endgenerate
    assign full =   (wr_ptr[FIFO_addr-2:0] == rd_ptr[FIFO_addr-2:0]) && 
                    (wr_ptr[FIFO_addr-1]!=rd_ptr[FIFO_addr-1]);    
endmodule
`timescale 1ns / 1ps
module synchronizer #(width = 5)(
    input [width-1:0] data_in,
    input clk,
    input reset,
    output reg [width-1:0] data_out
    );
    reg [width-1:0] sync0;
    always@(posedge clk)
    begin
        if(reset)
        begin
            sync0 <= 0;
            data_out <= 0;
        end
        else
        begin
            sync0 <= data_in;
            data_out <= sync0;
        end
    end
endmodule
==> load_flow_metrics.sql <==
-- implementation run metrics
INSERT INTO impl_metrics (metric_group, metric, value, unit) VALUES
('run_status', 'run_status', 'finished clean', ''),
('global_route', 'grt_residual_overflow', '0', ''),
('finish', 'final_layout_size_suffix_gt1_frac', '0.310', ''),
('synth', 'postSynthRegisterBits', '168', ''),
('global_route', 'grtUsageTotal', '0.155', ''),
('detailed_routing', 'post_drt_wl_per_cell', '19.8', 'um'),
('synth', 'flop_cell', 'dfrtp_1', ''),
('floorplan', 'floorplan.die.height', '162', 'um'),
('floorplan', 'floorplanUtilization', '0.305', ''),
('detailed_routing', 'final_wirelength', '18700', 'um'),
('critical_path', 'required', '3.23', 'ns'),
('global_route', 'first_global_vias', '4975', ''),
('power_and_ir_drop', 'peakVddDrop', '0.426', 'mV'),
('final_timing', 'final.setup.worst_slack', '0.459', 'ns'),
('place', 'io_buffer_count', '22', ''),
('synth', 'synthDistinctLibCells', '48', ''),
('critical_path', 'worst_flop_to_flop_path_startpoint', 'F2.rd_ptr[2]$_DFFE_PP0P_', ''),
('final_timing', 'report.final.slew_viol_count', '0', ''),
('detailed_routing', 'dr.pass1.iters', '7', ''),
('critical_path', 'timing.reg2reg.worst_path_depth', '8', ''),
('synth', 'synthesis.instances', '585', ''),
('detailed_routing', 'diodes', '0', ''),
('detailed_routing', 'vias_after_detailed_routing', '4902', ''),
('synth', 'netlist_top_cells_count', 'dfrtp_1 (148), mux2_2 (130), a22o_1 (32), a22oi_1 (23), clkbuf_1 (22)', ''),
('finish', 'number_of_fill_cells', '2390', ''),
('synth', 'mux_area_frac', '0.192', ''),
('worst_hold_path', 'min_path_type', 'flip-flop to flip-flop', ''),
('run', 'maxCapViolations', '0', ''),
('power_and_ir_drop', 'power_leakage', '0.00379', 'uW'),
('critical_path', 'crit_type', 'flip-flop to flip-flop', ''),
('power_and_ir_drop', 'p_sw_frac', '0.336', ''),
('global_route', 'grt_start_max_net_pins', '94', ''),
('clocking', 'post_cts.resized_instances', '0', ''),
('detailed_routing', 'avgViaCountPerCell', '5.18', ''),
('detailed_routing', 'drt_drc_violations_left', '0', ''),
('synth', 'synth_area_in_adders', '0.0295', ''),
('finish', 'area_added_between_synthesis_and_finish', '15.5', '%'),
('synth', 'post-synth-top-area-cell', 'dfrtp_1', ''),
('clocking', 'post_cts_buffers', '0', ''),
('place', 'dp_hpwl', '11700', 'um'),
('synth', 'ys_area', '7630', 'sq um'),
('synth', 'yosys_warnings', '5', ''),
('place', 'gp_congestion', '0.799', ''),
('critical_path', 'capture_point_of_the_worst_reg_to_reg_path', 'F4.rd_data[7]$_DFFE_PP0P_', ''),
('critical_path', 'critPathCaptureType', 'flip-flop', ''),
('run', 'stage_log_warnings', '38', ''),
('power_and_ir_drop', 'proportion_of_power_drawn_by_flip_flops_and_latches', '0.403', ''),
('final_timing', 'finClkSkew', '0.0228', 'ns'),
('synth', 'synth-xor-area-share', '0.0229', ''),
('final_timing', 'setup-violations-final', '0', ''),
('detailed_routing', 'drt_first_iter_violations', '458', ''),
('global_route', 'initial_antenna_violation_count', '0', ''),
('critical_path', 'ff2ff_setup_slack', '0.46', 'ns'),
('worst_hold_path', 'hp-start', 'F1.sync0[0]$_SDFF_PP0_', ''),
('synth', 'top_logic_kind', 'multiplexers', ''),
('worst_hold_path', 'hold_path_cell_cnt', '1', ''),
('worst_hold_path', 'whs_endpoint', 'F1.data_out[0]$_SDFF_PP0_', ''),
('synth', 'count_of_flip_flops_with_a_built_in_enable_after_synthesis', '0', ''),
('global_route', 'grt_first_pass_wirelength', '29800', 'um'),
('synth', 'synth-compound-area-share', '0.123', ''),
('synth', 'synth_largest_type_area_fraction', '0.485', ''),
('floorplan', 'pin_count', '24', ''),
('synth', 'yosys_cells', '585', ''),
('synth', 'per_instance_average_area_after_synthesis', '13.1', 'sq um'),
('floorplan', 'num_rows', '58', ''),
('floorplan', 'core_area', '25000', 'sq um'),
('final_timing', 'worst_slew_pin_slew', '0.808', 'ns'),
('clocking', 'clock-sinks', '168', ''),
('synth', 'synth.cell_area', '7630', 'sq um'),
('final_timing', 'relSlewSlack', '0.461', ''),
('synth', 'synth-async-reset-ratio', '0.881', '');
## power groups by stage
stage | Clock [uW] | Combinational, uW | Sequential (uW)
final | 2230 | 3590 | 3930
after global routing | 2350 | 3910 | 4080
after CTS | 2270 | 3600 | 3930
## layout make-up
type	instances	area, sq um	share of cell area
clock buffer	28	572	0.0649
timing repair buffer	37	358	0.0406
sequential	168	4100	0.466
inverter	17	67.6	0.00766
multi-input combinational	360	3270	0.370
tap	330	413	0.0468
clock inverter	6	36.3	0.00412
## critical path, stage by stage (launching register included)
cell and delay (ns):
dfrtp_1 0.50, inv_1 0.10, ha_1 0.27, buf_4 0.20, o41ai_1 0.33, and3_1 0.20, and3_1 0.57, a22o_1 0.22
a21o_1 0.08
## stage by stage
step / instances / total power [uW] / util / hold WS, ns
floorplan: 585 / 6500 / - / 0.414
global placement: 912 / 7480 / 0.328 / 0.421
detailed placement: 912 / 7540 / 0.328 / 0.425
CTS: 946 / 9810 / 0.352 / 0.438
global route: 946 / 10300 / 0.352 / 0.445
finish: 946 / 9750 / 0.352 / 0.437
## flip-flops by register name, summed over array words and instances (netlist names)
register	cells
F4.mem	128
F4.rd_data	8
F0.wr_ptr	5
F1.data_out	5
F1.sync0	5
F2.rd_ptr	5
F3.data_out	5
F3.sync0	5
F0.wr_full	1
F2.rd_empty	1
## worst max-delay path by stage
stage	depth (start not counted)	start	end	slack (ns)
after CTS	8	F2.rd_ptr[2]$_DFFE_PP0P_	F4.rd_data[7]$_DFFE_PP0P_	0.52
after global routing	8	F2.rd_ptr[2]$_DFFE_PP0P_	F4.rd_data[7]$_DFFE_PP0P_	0.33
final	8	F2.rd_ptr[2]$_DFFE_PP0P_	F4.rd_data[7]$_DFFE_PP0P_	0.46
## cells in the final DEF (no fill, tap or decap), types with 5 or more instances in the layout
cell and instances:
xnor2_1 18, a21boi_0 5, a222oi_1 16, a22oi_1 23
a221o_1 7, o21ai_0 5, nand2_1 13, nand2_2 16
clkbuf_1 5, nor2_1 6, ha_1 18, mux2_2 130
a21oi_1 5, clkbuf_16 21, a22o_1 32, nor2b_1 20
buf_4 13, clkdlybuf4s50_1 22, inv_1 15, dfxtp_1 20
dfrtp_1 148
## logic make-up (layout without fill, tap and decap cells)
logic type | after synthesis | after routing
DFF | 168 | 168
and+or+nand+nor | 78 | 78
adders and majority gates | 18 | 18
buffers and inverters | 57 | 88
xor gates and xnor gates | 20 | 20
AOI/OAI and AO/OA | 114 | 114
muxes | 130 | 130
## routing by layer
| metal | vias to the layer above | routed length [um] | part of all wire | GRT usage |
|---|---|---|---|---|
| met1 | 2520 | 8390 | 0.45 | 0.221 |
| met2 | 136 | 8590 | 0.46 | 0.240 |
| met3 | 32 | 1250 | 0.067 | 0.0453 |
| li1 | 2214 | - | - | - |
| met4 | 0 | 479 | 0.026 | 0.0309 |
| met5 | - | 0 | 0 | 0 |
Power figures rest on the tool's default switching activity, not on a simulated workload.
